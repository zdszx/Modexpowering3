**design/flow/design.v**
```verilog
module b_ram(
				clock,
				data_in,
				waddr,
				raddr,
				rden,
				wren,
				data_out
				);
	input	        clock;
	input	        wren;
	input	        rden;
	input	 [4:0]  waddr,raddr;
	input	 [63:0] data_in;
	output [63:0] data_out;
	reg  [63:0] data_out;
	reg  [63:0] mem [31:0];
	always @(posedge clock)
    begin
        if (wren) begin
            mem[waddr] <= data_in;
       end else if (rden) begin
            data_out <= mem[raddr];
       end else begin
				data_out <= data_out;
		 end 
    end
endmodule 
```
**design/flow/run.sh**
```bash
#!/bin/bash
# OpenROAD 26Q1-2900-gdf79404cd8, Yosys 0.63+post, stock flow scripts
make -C /OpenROAD-flow-scripts/flow DESIGN_CONFIG=/design/flow/config.mk WORK_HOME=/design/flow/orfs finish
```
**design/flow/config.mk**
```make
export PLATFORM = sky130hd
export DESIGN_NAME = b_ram
export DESIGN_NICKNAME = b_ram
export VERILOG_FILES = /design/flow/design.v
export SDC_FILE = /design/flow/constraint.sdc
export NUM_CORES = 4
export LEC_CHECK = 1
export CORE_UTILIZATION = 40
```
**design/flow/constraint.sdc**
```tcl
current_design b_ram

set clk_period 12.4
set clk_io_pct 0.2

create_clock -name clk0 -period $clk_period [get_ports {clock}]

set non_clock_inputs [all_inputs -no_clocks]
set_input_delay [expr $clk_period * $clk_io_pct] -clock clk0 $non_clock_inputs
set_output_delay [expr $clk_period * $clk_io_pct] -clock clk0 [all_outputs]
```
==> Slide: Implementation Results <==
Run Summary

Synth
  – Post-synthesis async set-or-reset flop share: 0%
  – Cells after Synth: 3778
  – Synth Seq Share: 79.39%
  – Post-synth EDFFs: 2112
  – Mean Syn Cell Area: 21.14 sq um
  – Xor/xnor share: 0%
  – Largest type area fraction: 79.39%
  – Post-synth regs: 2112
  – Synth area leader: edfxtp_1
  – YS chip area: 79890 sq um
  – Simple share: 1.977%
  – Complex Gates by Area: 3.616%
  – Unique cell types: 30
  – Syn Std Cell Area: 79890 sq um
  – Mux frac, synth: 13.63%
  – Synthesis Warnings: 1
  – Adder share: 0%
  – Ys cells: 3778
  – Dominant comb cell: multiplexers
  – Synth Flop Type: edfxtp_1
  – Top cells by area: edfxtp_1, mux4_2, mux2i_1

Worst setup path
  – Worst path max stage delay: 750 ps
  – Critical path, cell by cell: buf_8 > buf_4 > buf_4 > buf_4 > mux4_2 > a22oi_1 > nand4_1
  – Cell family with the largest share of critical-path delay: buffers and inverters
  – CP bufs+invs: 4
  – Critical path capture point type: flip-flop
  – Peak fanout along the critical path: 64
  – Critical path's slowest cell: buf_4
  – Critical path arrival: 5900 ps
  – Crit-path most repeated cell: buf_4
  – Worst Path Required: 12960 ps
  – Critical path type: input port to flip-flop
  – Startpoint Class: input port

Drt
  – DRC viols: 0
  – Initial DRC Count: 2417
  – Post-route ant nets: 0
  – # diodes: 0
  – Routed WL: 203.1 mm
  – Vias: 38820
  – Wirelength per Cell: 29.33 um
  – Initial DRT Pass Iterations: 5
  – Via density: 5.606

Placed design
  – DP HPWL: 109.4 mm
  – Port bufs: 140
  – Inst Count DP: 6544
  – RePlAce Congestion: 0.8194

STA
  – Final slew viol count: 0
  – Final Hold Viols: 0
  – Setup TNS: 0 ps
  – Final setup viols: 0
  – Final period demand of the worst path: 5342 ps
  – Normalized max-slew margin: 29.84%
  – Crit share post-route: 43.08%
  – RSZ-0062 raised after global routing: false
  – FMAX: 0.1872 GHz
  – Worst slew pin tran: 1049 ps
  – Post-route clock skew: 56.61 ps

Global routing
  – Total gr overflow: 0
  – Initial antenna violation count: 9
  – Largest net degree at the start of global routing: 92
  – First-pass GRT wire length: 294.1 mm
  – GRT Total Usage: 22.28%
  – Vias in the first global route: 41880

Min path
  – Hold WC Path Type: flip-flop to flip-flop

Die
  – DIE WIDTH: 448.9 um
  – Fp_density: 40.38%
  – Vert. Die Dim: 448.9 um
  – Core Area: 197800 sq um
  – Die ar.: 201500 sq um
  – Rows: 163
  – Top-Level Pins: 141

Cells and area
  – Finished Layout Cells: 6925
  – Fillers: 16150
  – Layout cells sized above 1: 18.60%
  – Dominant logic cell types in the final layout: edfxtp_1, mux2i_1, a22oi_1, mux4_2, clkbuf_16
  – Syn-to-layout area delta: 15.30%
  – Top cell excl fill/tap: edfxtp_1

Clocking
  – Clock buffer count from CTS: 206
  – CTS Hold Buffers Added: 0
  – Resized Gates After CTS: 0
  – Clock slew at reported path FFs: 60 ps
  – H-tree Lvls: 4
  – Root Buffer: clkbuf_16
  – CTS Sinks: 2112
  – Max Root-Sink Buffers: 3
  – Clk ins delay skew pair: 850 ps
  – Setup bufs post-CTS: 0
  – CTS tree: done

Power
  – Maximum vdd drop: 0.0001612 V
  – Leakage dissipation: 29.78 nW
  – P per Cell Area: 161.5 nW/um^2

Outcome
  – Status: completed

Run
  – Tool warnings: 26
  – Maxcap violations: 0
-- power by group --
part           total (mW)  switching, mW  internal, mW
Clock                6.20           2.67          3.53
Sequential           7.99         0.0271          7.96
Combinational       0.685          0.430         0.255
-- cells by family after synthesis --
| group | Yosys count |
|---|---|
| AND-OR/OR-AND | 388 |
| buffers and inverters | 211 |
| flip-flops | 2112 |
| multiplexers | 768 |
| AND/OR/NAND/NOR | 299 |
-- cell type report --
| class | count | area (sq um) | share of cell area (%) |
|---|---|---|---|
| multi-input cells | 1455 | 15680 | 17.02 |
| repair buffers | 337 | 2940 | 3.192 |
| clock inverters | 124 | 1394 | 1.513 |
| flip-flops and latches | 2112 | 63420 | 68.86 |
| clock buffers | 257 | 5368 | 5.828 |
| well taps | 2640 | 3303 | 3.586 |
-- worst register-to-register path, stage by stage (launching register included) --
cell and delay [ps]:
edfxtp_1 370, mux4_2 470, a22oi_1 530, nand4_1 180
-- per-layer routing --
| metal | wire length [um] | global-route usage (%) |
|---|---|---|
| met1 | 65950 | 26.97 |
| met2 | 99870 | 33.86 |
| met3 | 31880 | 15.50 |
| met4 | 5196 | 4.682 |
| met5 | 222 | 0.8523 |
-- stage by stage --
| stage | power (mW) | setup slack (ps) | hold slack (ps) | util [%] | cell area [sq um] |
|---|---|---|---|---|---|
| global placement | 8.825 | 6225 | 687.3 | 43.14 | 85340 |
| CTS | 14.99 | 7095 | 701.8 | 46.56 | 92100 |
| detailed placement | 8.833 | 6176 | 681.6 | 43.14 | 85340 |
| global route | 15.32 | 6897 | 752.5 | 46.56 | 92100 |
| finish | 14.87 | 7058 | 698.7 | 46.56 | 92100 |
| floorplan | 8.502 | 6097 | 640.0 | - | 79890 |
-- synthesized netlist by cell type (11+ instances only) --
master and n:
a21oi_1 12, nand2_1 21, nor2b_1 18, mux2i_1 512, a22oi_1 349, a22o_1 11
nand3_1 128, buf_6 16, buf_4 24, nor2_1 40, clkbuf_1 84, nand4_1 62
a31oi_1 11, edfxtp_1 2112, buf_2 81, mux4_2 256
-- path summary, 6_finish.rpt --
kind | to | slack (ps) | cells past startpoint | from
setup / recovery | data_out[16] | 7060 | 7 | raddr[2]
hold / removal | data_out[9] | 700 | 4 | mem[16][9]
setup reg to reg | data_out[29] | 10530 | 3 | mem[31][29]
hold reg to reg | data_out[9] | 700 | 4 | mem[16][9]
-- registers in the layout (all words and copies together), names as in the netlist --
| signal | flops |
|---|---|
| mem | 2048 |
| data_out | 64 |
Power figures rest on the tool's default switching activity, not on a simulated workload.
