`/design/flow/config.mk`:
```
export PLATFORM = sky130hd
export DESIGN_NAME = BrentKungAdder
export DESIGN_NICKNAME = BrentKungAdder
export VERILOG_FILES = /design/flow/design.v
export SDC_FILE = /design/flow/constraint.sdc
export NUM_CORES = 4
export LEC_CHECK = 1
export CORE_AREA = 10 10 70 70
export DIE_AREA = 0 0 80 80
```
`/design/flow/constraint.sdc`:
```
current_design BrentKungAdder

set clk_period 3.8
set clk_io_pct 0.2

create_clock -name clk0 -period $clk_period

set non_clock_inputs [all_inputs -no_clocks]
set_input_delay [expr $clk_period * $clk_io_pct] -clock clk0 $non_clock_inputs
set_output_delay [expr $clk_period * $clk_io_pct] -clock clk0 [all_outputs]
```
`/design/flow/design.v`:
```
module BitwisePGLogic ( A_1,B_1,A_2,B_2,A_3,B_3,A_4,B_4,C_0,P_0,G_0,P_1,G_1,P_2,G_2,P_3,G_3,P_4,G_4 );
input A_1;
input B_1;
input A_2;
input B_2;
input A_3;
input B_3;
input A_4;
input B_4;
input C_0;
output P_0;
output G_0;
output P_1;
output G_1;
output P_2;
output G_2;
output P_3;
output G_3;
output P_4;
output G_4;
assign P_0 = 0 ;
assign G_0 = C_0 ;
PG PG_Bit_1(.A_i(A_1),.B_i(B_1),.P_i(P_1),.G_i(G_1));
PG PG_Bit_2(.A_i(A_2),.B_i(B_2),.P_i(P_2),.G_i(G_2));
PG PG_Bit_3(.A_i(A_3),.B_i(B_3),.P_i(P_3),.G_i(G_3));
PG PG_Bit_4(.A_i(A_4),.B_i(B_4),.P_i(P_4),.G_i(G_4));
endmodule
module BlackBlock ( G_i_k,P_i_k,G_km1_j,P_km1_j,G_i_j,P_i_j );
input G_i_k;
input P_i_k;
input G_km1_j;
input P_km1_j;
output G_i_j;
output P_i_j;
assign G_i_j = G_i_k | ( P_i_k & G_km1_j ) ;
assign P_i_j = P_i_k & P_km1_j ;
endmodule
module BrentKungAdder ( A_1,B_1,A_2,B_2,A_3,B_3,A_4,B_4,C_0,S_1,S_2,S_3,S_4,C_out );
input A_1;
input B_1;
input A_2;
input B_2;
input A_3;
input B_3;
input A_4;
input B_4;
input C_0;
output S_1;
output S_2;
output S_3;
output S_4;
output C_out;
wire P_0;
wire G_0;
wire P_1;
wire G_1;
wire P_2;
wire G_2;
wire P_3;
wire G_3;
wire P_4;
wire G_4;
wire P_0_0;
wire G_0_0;
wire P_1_0;
wire G_1_0;
wire P_2_0;
wire G_2_0;
wire P_3_0;
wire G_3_0;
wire P_4_0;
wire G_4_0;
BitwisePGLogic _BitwisePGLogic(.C_0(C_0),.A_1(A_1),.B_1(B_1),.A_2(A_2),.B_2(B_2),.A_3(A_3),.B_3(B_3),.A_4(A_4),.B_4(B_4),.P_0(P_0),.G_0(G_0),.P_1(P_1),.G_1(G_1),.P_2(P_2),.G_2(G_2),.P_3(P_3),.G_3(G_3),.P_4(P_4),.G_4(G_4));
GroupPGLogic _GroupPGLogic(.P_0_0(P_0),.G_0_0(G_0),.P_1_1(P_1),.G_1_1(G_1),.P_2_2(P_2),.G_2_2(G_2),.P_3_3(P_3),.G_3_3(G_3),.P_4_4(P_4),.G_4_4(G_4),._P_0_0(P_0_0),._G_0_0(G_0_0),.P_1_0(P_1_0),.G_1_0(G_1_0),.P_2_0(P_2_0),.G_2_0(G_2_0),.P_3_0(P_3_0),.G_3_0(G_3_0),.P_4_0(P_4_0),.G_4_0(G_4_0));
SumLogic _SumLogic(.P_0(P_0),.G_0_0(G_0_0),.P_1(P_1),.G_1_0(G_1_0),.P_2(P_2),.G_2_0(G_2_0),.P_3(P_3),.G_3_0(G_3_0),.P_4(P_4),.G_4_0(G_4_0),.S_1(S_1),.S_2(S_2),.S_3(S_3),.S_4(S_4),.C_out(C_out));
endmodule
module GrayBlock ( G_i_k,P_i_k,G_km1_j,G_i_j );
input G_i_k;
input P_i_k;
input G_km1_j;
output G_i_j;
assign G_i_j = G_i_k | ( P_i_k & G_km1_j ) ;
endmodule
module GroupPGLogic ( P_0_0,G_0_0,P_1_1,G_1_1,P_2_2,G_2_2,P_3_3,G_3_3,P_4_4,G_4_4,_P_0_0,_G_0_0,P_1_0,G_1_0,P_2_0,G_2_0,P_3_0,G_3_0,P_4_0,G_4_0 );
input P_0_0;
input G_0_0;
input P_1_1;
input G_1_1;
input P_2_2;
input G_2_2;
input P_3_3;
input G_3_3;
input P_4_4;
input G_4_4;
output _P_0_0;
output _G_0_0;
output P_1_0;
output G_1_0;
output P_2_0;
output G_2_0;
output P_3_0;
output G_3_0;
output P_4_0;
output G_4_0;
wire G_3_2;
wire P_3_2;
GrayBlock gray_block_1_0(.G_i_k(G_1_1),.P_i_k(P_1_1),.G_km1_j(G_0_0),.G_i_j(G_1_0));
BlackBlock black_block_3_2(.G_i_k(G_3_3),.P_i_k(P_3_3),.G_km1_j(G_2_2),.P_km1_j(P_2_2),.G_i_j(G_3_2),.P_i_j(P_3_2));
GrayBlock gray_block_3_0(.G_i_k(G_3_2),.P_i_k(P_3_2),.G_km1_j(G_1_0),.G_i_j(G_3_0));
GrayBlock gray_block_2_1(.G_i_k(G_2_2),.P_i_k(P_2_2),.G_km1_j(G_1_0),.G_i_j(G_2_0));
GrayBlock gray_block_4_3(.G_i_k(G_4_4),.P_i_k(P_4_4),.G_km1_j(G_3_0),.G_i_j(G_4_0));
assign _P_0_0 = P_0_0 ;
assign _G_0_0 = G_0_0 ;
endmodule
module PG ( A_i,B_i,G_i,P_i );
input A_i;
input B_i;
output G_i;
output P_i;
assign G_i = A_i & B_i ;
assign P_i = A_i ^ B_i ;
endmodule
module SumLogic ( P_0,G_0_0,P_1,G_1_0,P_2,G_2_0,P_3,G_3_0,P_4,G_4_0,S_1,S_2,S_3,S_4,C_out );
input P_0;
input G_0_0;
input P_1;
input G_1_0;
input P_2;
input G_2_0;
input P_3;
input G_3_0;
input P_4;
input G_4_0;
output S_1;
output S_2;
output S_3;
output S_4;
output C_out;
assign S_1 = G_0_0 ^ P_1 ;
assign S_2 = G_1_0 ^ P_2 ;
assign S_3 = G_2_0 ^ P_3 ;
assign S_4 = G_3_0 ^ P_4 ;
assign C_out = G_4_0 ;
endmodule
```
`/design/flow/run.sh`:
```
#!/bin/bash
# OpenROAD 26Q1-2900-gdf79404cd8, Yosys 0.63+post, stock flow scripts
make -C /OpenROAD-flow-scripts/flow DESIGN_CONFIG=/design/flow/config.mk WORK_HOME=/design/flow/orfs finish
```
==> results.cfg <==
; implementation run metrics
[global_route]
globalRouteOverflowTotal = 0
grt_start_max_net_pins = 4
via_count_of_the_first_global_routing_pass = 203
grt_first_pass_wirelength_um = 841
initial_antenna_violation_count = 0
grt_use_total_pct = 1.53

[sta]
worst-slew-pin-transition_ps = 215
report.final.slew_viol_count = 0
finalHoldWorstSlack_ps = 2570
timing.final.crit_share_pct = 95.4
hold_violations = 0
fin_crit_ps = 3630
fin_setup_tns_ps = 0
clock.fmax_ghz = 0.276
max-slew-margin-rel_pct = 85.7
finalSetupViolCount = 0
rsz0062_at_grt = no

[synth]
synth.yosys.seq_area_share_pct = 0
number_of_cells_in_the_yosys_synthesis_report = 19
synthDominantCellAreaShare_pct = 40.0
synth.lib_cells_used.distinct = 6
yosys_area_um2 = 150
yosys_warnings = 0
synthesis.instances = 19
synthDominantAreaCellType = fa_1
syn-cell-area_um2 = 150
syn-mean-instance-area_um2 = 7.90
synth.top_cells.by_area = fa_1 40%, inv_1 27%, ha_1 17%

[pwr]
total_leakage_power_uw = 0.000159
pwr_density_cell_mw_per_mm2 = 127
total_power_uw = 47.3
worst_ir_drop_vdd_mv = 0.0355

[worst_setup_path]
crit_required_ps = 3040
critical_path.startpoint_type = input port
endpoint_kind = output port
timing.critical_path.fanout_max = 3
critical_path_class = in -> out
critPathArrivalTime_ps = 2870

[routing]
routed_wl_um = 452
dr.pass1.iters = 2
drcViolationCount = 0
num_vias = 157
route.antenna.remaining_nets = 0
routedWlPerCell_um = 5.72
antenna_cells = 0
dr.first_iter.drc_count = 1
post_drt_via_cell_ratio = 1.99

[run_status]
status = finished clean

[floorplanning]
initCoreUtil_pct = 4.40
die_h_um = 80
floorplan.io_pins = 14
die-width_um = 80
die_area_mm2 = 0.00640
design.core.area_mm2 = 0.00342
std_cell_rows = 21

[placed_design]
post-dp-hpwl_um = 432
final_wtd_congestion = 0.596
port_buffers = 14
placed_cell_area_um2 = 348

[final_layout]
nFlopsAndLatches = 0
clock_buffer_count_in_the_final_layout = 0
finish.instance_area_um2 = 372
post_route_cells_drive_above_1_share_pct = 12.1
final-seq-area_um2 = 0
layout.core_utilization_pct = 10.9
area_growth_syn_to_layout_pct = 147
layout.filler_cells = 406

[run]
warnings = 32
max-cap-violations = 0

[worst_hold_path]
hp-class = in -> out

[cts]
postCtsSetupBuffers = 0
## layout make-up
class	instances	area [um^2]	area share, %
well taps	46	57.6	15.5
repair buffers	14	140	37.7
inverters	11	41.3	11.1
multi-input cells	8	133	35.7
## final timing paths
kind	slack [ps]	end	depth (start not counted)	start
worst max-delay path	170	S_4	7	A_3
worst min-delay path	2570	S_4	5	B_4
## per-stage QoR
stage / std cells / setup slack, ps
5_1_grt: 79 / 12.8
3_5_place_dp: 79 / 56.8
4_1_cts: 79 / 44.9
6_report: 79 / 173
3_3_place_gp: 79 / 80.1
2_1_floorplan: 19 / 1060
## placed cells by master, fill, tap and decap left out
master / Yosys / final
clkdlybuf4s50_1: 0 / 14
a221oi_2: 0 / 1
inv_1: 11 / 11
xnor2_1: 1 / 1
fa_1: 3 / 2
nor2b_2: 0 / 1
fa_2: 0 / 1
ha_4: 0 / 1
ha_1: 2 / 1
## cells by family after synthesis
kind of cell | count (synthesis) | synth area share [%]
XOR/XNOR | 1 | 5.83
AND/OR/NAND/NOR | 1 | 4.17
AND-OR/OR-AND | 1 | 5.83
buffers and inverters | 11 | 27.5
adder cells (fa/ha/maj) | 5 | 56.7
## cells in the mapped netlist
library cell	count
a221oi_1	1
xnor2_1	1
inv_1	11
nor2b_1	1
ha_1	2
fa_1	3
## metal layers
metal	track usage (%)	wire, um	vias to the layer above
met5	0	0	-
met4	0	0	0
met3	0.341	37	0
met2	2.49	194	10
met1	2.13	220	68
li1	-	-	79
## repair_timing
action,4_1_cts,5_1_grt
endpoints found under the setup margin,0,1
hold buffers,0,0
endpoints found under the hold margin,0,0
resized,0,4
## where the power goes
| group | leakage, uW | switching [uW] | internal [uW] |
|---|---|---|---|
| sequential | 0 | 0 | 0 |
| combinational | 0.000159 | 14.1 | 33.2 |
| clock | 0 | 0 | 0 |
## worst max-delay path, stage by stage
cell and delay (ps):
clkdlybuf4s50_1 520, ha_4 230, nor2b_2 150, a221oi_2 250
fa_1 440, inv_1 60, clkdlybuf4s50_1 460
Power is estimated from default activity; no workload was simulated.
